$ cat /design/flow/run.sh
#!/bin/bash
# OpenROAD 26Q1-2900-gdf79404cd8, Yosys 0.63+post, stock flow scripts
make -C /OpenROAD-flow-scripts/flow DESIGN_CONFIG=/design/flow/config.mk WORK_HOME=/design/flow/orfs finish
$ cat /design/flow/config.mk
export PLATFORM = sky130hd
export DESIGN_NAME = synopsys_mul
export DESIGN_NICKNAME = synopsys_mul
export VERILOG_FILES = /design/flow/design.v
export SDC_FILE = /design/flow/constraint.sdc
export NUM_CORES = 4
export LEC_CHECK = 1
export CORE_UTILIZATION = 30
$ cat /design/flow/constraint.sdc
current_design synopsys_mul

set clk_period 22.3
set clk_io_pct 0.2

create_clock -name clk0 -period $clk_period

set non_clock_inputs [all_inputs -no_clocks]
set_input_delay [expr $clk_period * $clk_io_pct] -clock clk0 $non_clock_inputs
set_output_delay [expr $clk_period * $clk_io_pct] -clock clk0 [all_outputs]
$ cat /design/flow/design.v
module synopsys_mul(
    input  logic        start_i  , 
    input  logic [31:0] a_i      , 
    input  logic [31:0] b_i      ,
    output logic [63:0] product_o 
);
assign product_o = a_i * b_i;
endmodule 
==> Flow_metrics.wiki <==
== Implementation results ==
{| class="wikitable"
! Metric !! Value
|-
| Log Warnings || 33
|-
| Layout overhead on the synthesized area || 8.569%
|-
| Data arrival time at the worst-slack endpoint || 13.60 ns
|-
| Total track usage || 0.1674
|-
| Chip area estimate from yosys synthesis || 0.03333 mm2
|-
| Final period util || 0.8100
|-
| Via count of the first global-routing pass || approximately 26k
|-
| Setup Buffers After CTS || 0
|-
| Floorplan Utilization || 0.3045
|-
| HPWL after DPL || 70.66 mm
|-
| Cell with the most instances on the worst path || sky130_fd_sc_hd__fa_1
|-
| Clock period minus worst slack || around 18 ns
|-
| Static Leakage || 17.93 nW
|-
| I/O Pins || roughly 130
|-
| Worst path required time || 17.84 ns
|-
| DRC violation count after routing || 0
|-
| Area of all sequential standard cells || 0 um2
|-
| Relative slew slack || 0.3561
|-
| Post-synthesis instance total || 3697
|-
| Cell Type Count || roughly 56
|-
| Placed instance count || 5155
|-
| Largest stage delay on the critical path || 0.83 ns
|-
| Critical Path Source Type || primary input
|-
| Pin slew with the least headroom to its limit || 0.9658 ns
|-
| Fraction of final layout cells sized beyond drive strength 1 || 0.02582
|-
| Post-synth design cell area || roughly 0.033 mm2
|-
| Type of destination of the critical path || output port
|-
| Largest net degree at the start of global routing || 33
|-
| Count of final max-slew check failures || 0
|-
| Die ar. || ~0.11 mm2
|-
| Global route total overflow || 0
|-
| Mean cell area of the mapped netlist || 9.016 um2
|-
| Final weighted congestion in routability-driven placement || 0.9332
|-
| Number of buffers inserted by port buffering || 128
|-
| Proportion of synthesized chip area in sequential cells || 0
|-
| Layout sequential cell count || 0
|-
| Antenna violations before repair || 1
|-
| Outcome || complete, no violations
|-
| Cell with the largest stage delay on the worst path || sky130_fd_sc_hd__a21oi_1
|-
| Setup_tns || 0 ns
|-
| Total Wirelength || ~84 mm
|-
| Power, Total || 0.02310 W
|-
| Sw power || 0.01239 W
|-
| Number of warnings reported in the yosys synthesis log || 0
|-
| Internal || 0.01071 W
|-
| VDD IR-drop max || 1.023 mV
|-
| Site row count || 121
|-
| Unrepaired setup endpoints after global routing || no
|-
| Switching part of the total || 0.5364
|-
| Min-Delay Path Class || in2out
|-
| Post-detailed-route count of antenna-violating nets || 0
|-
| Total setup violations reported at the end of the flow || 0
|-
| Power density over cell area || 638.2 mW/mm2
|-
| Yosys stat cell total || 3697
|-
| First-pass GRT wire length || 141.1 mm
|-
| Count of instances resized after the clock tree is built || 0
|-
| Path type of the worst setup path || in2out
|-
| Detail-routed net length per standard cell || 16.21 um
|-
| Die extent in x || 335.3 um
|-
| First-iteration detailed-routing DRC count || roughly 720
|-
| Core Footprint || ~0.11 mm2
|-
| Fillers || 11.20k
|-
| Detailed-routing iteration count for the pre-antenna-repair pass || 5
|-
| Tally of clock buffers in the finished layout || 0
|-
| Number of hold-repair buffers added at the cts stage || 0
|-
| Die extent in y || 335.3 um
|-
| Final standard cell count with taps included and fillers excluded || 5156
|-
| Max Cap Viol || 0
|-
| Number of failing hold endpoints at the final stage || 0
|-
| Max Freq || approximately 55 MHz
|-
| Vias per inst || 4.527
|-
| Critical path fanouts, max || 32
|-
| Number of vias after detailed routing || 23.34k
|}
routing by layer:
metal | share of wire | GRT usage | vias up
met5 | 0.00011 | 0.002171 | -
met4 | 0.0091 | 0.01244 | 2
met3 | 0.11 | 0.07784 | 60
met2 | 0.47 | 0.2602 | 750
li1 | - | - | 10610
met1 | 0.42 | 0.2288 | 11920
final cells by class:
class / instances / area (um2) / area share
Timing Repair Buffer: 203 / 1844 / 0.05096
Tap cell: 1476 / 1847 / 0.05103
Inverter: 869 / 3262 / 0.09013
Antenna cell: 1 / 2.502 / 0.00006915
Multi-Input combinational cell: 2607 / 29230 / 0.8078
kinds of logic after synthesis:
kind of cell | Yosys count | share of synthesized area
AND-OR/OR-AND | 214 | 0.04227
XOR/XNOR | 63 | 0.01655
adder cells (fa/ha/maj) | 1159 | 0.6368
buffers and inverters | 1090 | 0.1230
AND/OR/NAND/NOR | 1171 | 0.1814
power by group through the flow:
stage | Clock [W] | Sequential [W] | Combinational (W)
CTS | 0 | 0 | 0.0236
global route | 0 | 0 | 0.0259
synth_stat cells (all sizes together), types with 2 or more instances:
master | n | area [um2]
nand2b | 3 | 18.77
o21bai | 14 | 105.1
o31ai | 2 | 20.02
a211oi | 4 | 35.03
a211o | 3 | 26.28
o21ba | 2 | 20.02
buf | 7 | 33.78
clkbuf | 214 | 803.3
xnor2 | 38 | 332.8
nand4 | 25 | 171.4
and3 | 5 | 31.28
and2 | 599 | 3747
o211ai | 5 | 47.54
nor3 | 5 | 25.02
a221oi | 5 | 62.56
a21boi | 5 | 37.54
o41ai | 3 | 41.29
xor2 | 25 | 219.0
nand2 | 484 | 1817
fa | 896 | 17940
ha | 263 | 3291
nand3 | 7 | 35.03
o221ai | 4 | 35.03
o21a | 5 | 38.79
inv | 869 | 3262
nor3b | 2 | 15.01
a31oi | 7 | 65.06
o21ai | 47 | 235.2
a21oi | 81 | 405.4
a21o | 19 | 142.6
nor2b | 5 | 31.28
nor2 | 31 | 116.4
critical path, delay by kind of cell:
| family | cells | cell delay [ns] |
|---|---|---|
| XOR/XNOR | 1 | 0.28 |
| adder cells (fa/ha/maj) | 9 | 4.40 |
| AND-OR/OR-AND | 6 | 2.18 |
| AND/OR/NAND/NOR | 3 | 0.57 |
| buffers and inverters | 6 | 1.68 |
cells in the final DEF, fill, tap and decap left out, types with 2 or more instances in the layout:
master and instances:
sky130_fd_sc_hd__a211o_1 3, sky130_fd_sc_hd__a211oi_1 3, sky130_fd_sc_hd__a21boi_0 5, sky130_fd_sc_hd__a21o_1 19
sky130_fd_sc_hd__a21oi_1 81, sky130_fd_sc_hd__a221oi_1 2, sky130_fd_sc_hd__a221oi_2 3, sky130_fd_sc_hd__a31oi_1 5
sky130_fd_sc_hd__and2_1 599, sky130_fd_sc_hd__and3_1 5, sky130_fd_sc_hd__buf_4 75, sky130_fd_sc_hd__clkdlybuf4s50_1 128
sky130_fd_sc_hd__fa_1 896, sky130_fd_sc_hd__ha_1 263, sky130_fd_sc_hd__inv_1 869, sky130_fd_sc_hd__nand2_1 484
sky130_fd_sc_hd__nand2b_1 3, sky130_fd_sc_hd__nand3_1 7, sky130_fd_sc_hd__nand4_1 24, sky130_fd_sc_hd__nor2_1 31
sky130_fd_sc_hd__nor2b_1 5, sky130_fd_sc_hd__nor3_1 5, sky130_fd_sc_hd__nor3b_1 2, sky130_fd_sc_hd__o211ai_1 3
sky130_fd_sc_hd__o211ai_2 2, sky130_fd_sc_hd__o21a_1 4, sky130_fd_sc_hd__o21ai_0 46, sky130_fd_sc_hd__o21ba_2 2
sky130_fd_sc_hd__o21bai_1 14, sky130_fd_sc_hd__o221ai_1 4, sky130_fd_sc_hd__o41ai_2 2, sky130_fd_sc_hd__xnor2_1 38
sky130_fd_sc_hd__xor2_1 25
stage by stage:
step                      instance area (um2)  hold WS, ns    util  worst slack (ns)
final                                   36190        10.13  0.3306             4.236
after global routing                    36190        10.20  0.3306             3.942
after CTS                               36190        10.17  0.3306             4.411
after detailed placement                36190        10.16  0.3306             4.434
after global placement                  36190        10.15  0.3306             4.468
after floorplan                         33330        8.997       -             6.818
worst paths after layout:
path	depth (start not counted)	startpoint	slack, ns	end
min	4	a_i[0]	10.13	product_o[0]
max	25	a_i[14]	4.24	product_o[57]
Power figures rest on the tool's default switching activity, not on a simulated workload.
