==> /design/flow/design.v <==
module array_multiplier #(
    parameter WIDTH = 32
)(
    input  logic [WIDTH-1:0] a,
    input  logic [WIDTH-1:0] b,
    output logic [(2*WIDTH)-1:0] product
);
    logic [WIDTH-1:0] pp [WIDTH-1:0];
    genvar i;
    generate
        for (i = 0; i < WIDTH; i++) begin : gen_pp
            assign pp[i] = a & {WIDTH{b[i]}};
        end
    endgenerate
    always_comb begin
        product = '0;  
        for (int j = 0; j < WIDTH; j++) begin
            product += {{WIDTH{1'b0}}, pp[j]} << j;
        end
    end
endmodule
==> /design/flow/run.sh <==
#!/bin/bash
# OpenROAD 26Q1-2900-gdf79404cd8, Yosys 0.63+post, stock flow scripts
make -C /OpenROAD-flow-scripts/flow DESIGN_CONFIG=/design/flow/config.mk WORK_HOME=/design/flow/orfs finish
==> /design/flow/config.mk <==
export PLATFORM = sky130hd
export DESIGN_NAME = array_multiplier
export DESIGN_NICKNAME = array_multiplier
export VERILOG_FILES = /design/flow/design.v
export SDC_FILE = /design/flow/constraint.sdc
export NUM_CORES = 4
export LEC_CHECK = 1
export CORE_UTILIZATION = 30
==> /design/flow/constraint.sdc <==
current_design array_multiplier

set clk_period 38.5
set clk_io_pct 0.2

create_clock -name clk0 -period $clk_period

set non_clock_inputs [all_inputs -no_clocks]
set_input_delay [expr $clk_period * $clk_io_pct] -clock clk0 $non_clock_inputs
set_output_delay [expr $clk_period * $clk_io_pct] -clock clk0 [all_outputs]
==> reports/metrics.cfg <==
[routing]
routed_via_density = 4.686
wl_met2_mm = 41.85
vias = 23730
wl_met1_mm = 36.88
drc = 0
wl_mm = 88.82
routed.top_layer = met4
antenna_cells = 0
drt_first_pass_iters = 5
drtIter0Drc = 1181
antenna_left = 0
wl_per_cell_um = 17.54
wl_met3_mm = 8.713

[logic_synthesis]
yosys_area_mm2 = 0.03261
ys_seq_share_pct = 0
synth_top_cell_by_area = fa_1
synthCells = 3679
xor_area_share_pct = 1.370
area_leaders = fa_1, inv_1, ha_1, nand2_1, and2_1
yosys_cells = 3679
synth_top_area_share_pct = 55.38
common_cells = fa_1, inv_1, nand2_1, and2_1, ha_1
top_cell = fa_1
simple_gate_share_pct = 16.57
adder_share_pct = 65.24
ys_sh_aoi_pct = 4.301
synth.logic.top_family = adder cells
yosysUniqueCellTypes = 61
synthesis.area_mm2 = 0.03261
yosys_warnings = 2
synth_area_per_cell_um2 = 8.863
ys_sh_mux_pct = 0.09593

[run]
cap_violations = 0
warnings = 32

[clock_tree]
postCtsSetupRepairBufs = 0
cts_resized = 0
hold_buffers = 0

[critical_path]
cpPeakStageDelay_ps = 680
crit_slowest_cell = fa_1
end_kind = output port
cpLargestDelayFamily = adder cells
cp_max_fo = 32
required_ps = 30800
critPathKind = in2out
crit_buf_inv = 8
cpMostUsedCell = fa_1
critPathLaunchType = input pin
critPathArrivalTime_ps = 16200

[floorplanning]
core_area_mm2 = 0.1074
die_h_um = 331.7
die_w_um = 331.7
die_area_mm2 = 0.1100
row_count = 120
floorplan.core_util_pct = 30.38
io_pins = 128

[placement]
dp_hpwl_mm = 74.30
place_worst_setup_slack_ps = 14540
io_buffers = 128
gp_congestion = 0.9135

[layout]
n_clock_buffer = 0
drive_above_1_share_pct = 2.131
seq_cells = 0
flop_area_um2 = 0
syn_to_final_growth_pct = 8.361

[sta]
report.final.setup_viol = 0
hold_viol = 0
slew_viol_final = 0
fin_ws_ps = 14600
setup_tns_ps = 0
min_period_ps = 23900
tightest_slew_ps = 783.0
max_freq_mhz = 41.84
rsz0062_at_grt = no
fin_crit_sh_pct = 62.07
slew-limit-headroom_pct = 47.40

[global_route]
grt_max_degree = 33
grt_usage_pct = 17.84
overflow = 0
grt_pass1_vias = 25160
antenna_found_initial = 1
grt_pass1_wl_mm = 146.0

[status]
status = finished clean

[hold_path]
hold_path_class = in2out

## area by class of cell
type | count | area (um^2)
Fill cell | 10990 | 72020
Inverter | 863 | 3239
Multi-Input combinational cell | 2603 | 28560
Tap cell | 1403 | 1755
Timing Repair Buffer | 195 | 1784
## placed cells by master, fill, tap and decap left out, types with 13 or more instances in the layout
| master | instances |
|---|---|
| nand2_1 | 750 |
| ha_1 | 257 |
| xor2_1 | 15 |
| a21oi_1 | 59 |
| a21o_1 | 37 |
| fa_1 | 902 |
| xnor2_1 | 36 |
| nand3_1 | 14 |
| buf_4 | 67 |
| clkdlybuf4s50_1 | 128 |
| and3_1 | 13 |
| and2_1 | 320 |
| nor2_1 | 36 |
| inv_1 | 863 |
| o21ai_0 | 30 |
## cell families after synthesis
family          Yosys count
buf+inv                1076
fa+ha+maj              1159
xor+xnor                 51
compound gates          211
mux                       3
simple gates           1179
## through the flow
stage                     util, %  instances  hold slack [ps]  cell area [um^2]
after detailed placement    32.91       5064            16610             35340
after CTS                   32.91       5064            16620             35340
final                       32.91       5064            16620             35340
after floorplan                 -       3679            15470             32610
after global routing        32.91       5064            16680             35340
after global placement      32.91       5064            16620             35340
## final timing paths
check  start           to  slack (ps)  cells after the start
max    a[17]  product[53]       14600                     26
min     b[0]   product[0]       16620                      4
## tightest hold or removal path: stages
cell             delay, ps
clkdlybuf4s50_1        400
buf_4                  250
and2_1                 180
clkdlybuf4s50_1        390
## metal layers
metal	global-route usage [%]	vias to the layer above
li1	-	10590
met1	25.31	12190
met4	2.118	0
met5	0	-
met3	6.703	66
met2	27.68	886
