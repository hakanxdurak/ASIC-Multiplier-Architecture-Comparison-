==> flow/design.v <==
module controller(
    input  logic        clk_i,
    input  logic        rst_n_i,
    input  logic        start,
    input  logic [31:0] mr_i,
    output logic        mr_ld_o,
    output logic        md_ld_o,
    output logic        rs_load_o,
    output logic        rs_clear_o,
    output logic        rs_shr_o
);
typedef enum logic [6:0] {
    STATE0, STATE1, STATE2, STATE3, STATE4, STATE5, STATE6, STATE7, STATE8,
    STATE9, STATE10, STATE11, STATE12, STATE13, STATE14, STATE15, STATE16, STATE17,
    STATE18, STATE19, STATE20, STATE21, STATE22, STATE23, STATE24, STATE25, STATE26,
    STATE27, STATE28, STATE29, STATE30, STATE31, STATE32, STATE33, STATE34, STATE35,
    STATE36, STATE37, STATE38, STATE39, STATE40, STATE41, STATE42, STATE43, STATE44,
    STATE45, STATE46, STATE47, STATE48, STATE49, STATE50, STATE51, STATE52, STATE53,
    STATE54, STATE55, STATE56, STATE57, STATE58, STATE59, STATE60, STATE61, STATE62,
    STATE63, STATE64, STATE65, STATE66
} controller_fsm_t;
controller_fsm_t controller_fsm, controller_fsm_next;
always_ff @(posedge clk_i or negedge rst_n_i) begin
  if (!rst_n_i) controller_fsm <= STATE0;
  else          controller_fsm <= controller_fsm_next;
end
assign md_ld_o    = (controller_fsm == STATE1);
assign mr_ld_o    = (controller_fsm == STATE1);
assign rs_clear_o = (controller_fsm == STATE1);
assign rs_load_o =
   (controller_fsm == STATE3 ) || (controller_fsm == STATE5 ) ||
   (controller_fsm == STATE7 ) || (controller_fsm == STATE9 ) ||
   (controller_fsm == STATE11) || (controller_fsm == STATE13) ||
   (controller_fsm == STATE15) || (controller_fsm == STATE17) ||
   (controller_fsm == STATE19) || (controller_fsm == STATE21) ||
   (controller_fsm == STATE23) || (controller_fsm == STATE25) ||
   (controller_fsm == STATE27) || (controller_fsm == STATE29) ||
   (controller_fsm == STATE31) || (controller_fsm == STATE33) ||
   (controller_fsm == STATE35) || (controller_fsm == STATE37) ||
   (controller_fsm == STATE39) || (controller_fsm == STATE41) ||
   (controller_fsm == STATE43) || (controller_fsm == STATE45) ||
   (controller_fsm == STATE47) || (controller_fsm == STATE49) ||
   (controller_fsm == STATE51) || (controller_fsm == STATE53) ||
   (controller_fsm == STATE55) || (controller_fsm == STATE57) ||
   (controller_fsm == STATE59) || (controller_fsm == STATE61) ||
   (controller_fsm == STATE63) || (controller_fsm == STATE65);
assign rs_shr_o =
   (controller_fsm == STATE4 ) || (controller_fsm == STATE6 ) ||
   (controller_fsm == STATE8 ) || (controller_fsm == STATE10) ||
   (controller_fsm == STATE12) || (controller_fsm == STATE14) ||
   (controller_fsm == STATE16) || (controller_fsm == STATE18) ||
   (controller_fsm == STATE20) || (controller_fsm == STATE22) ||
   (controller_fsm == STATE24) || (controller_fsm == STATE26) ||
   (controller_fsm == STATE28) || (controller_fsm == STATE30) ||
   (controller_fsm == STATE32) || (controller_fsm == STATE34) ||
   (controller_fsm == STATE36) || (controller_fsm == STATE38) ||
   (controller_fsm == STATE40) || (controller_fsm == STATE42) ||
   (controller_fsm == STATE44) || (controller_fsm == STATE46) ||
   (controller_fsm == STATE48) || (controller_fsm == STATE50) ||
   (controller_fsm == STATE52) || (controller_fsm == STATE54) ||
   (controller_fsm == STATE56) || (controller_fsm == STATE58) ||
   (controller_fsm == STATE60) || (controller_fsm == STATE62) ||
   (controller_fsm == STATE64) || (controller_fsm == STATE66);
always_comb begin
  controller_fsm_next = controller_fsm;
  unique case (controller_fsm)
    STATE0:  controller_fsm_next = start ? STATE1 : STATE0;
    STATE1:  controller_fsm_next = STATE2;
    STATE2:  controller_fsm_next = mr_i[0]  ? STATE3  : STATE4;
    STATE3:  controller_fsm_next = STATE4;
    STATE4:  controller_fsm_next = mr_i[1]  ? STATE5  : STATE6;
    STATE5:  controller_fsm_next = STATE6;
    STATE6:  controller_fsm_next = mr_i[2]  ? STATE7  : STATE8;
    STATE7:  controller_fsm_next = STATE8;
    STATE8:  controller_fsm_next = mr_i[3]  ? STATE9  : STATE10;
    STATE9:  controller_fsm_next = STATE10;
    STATE10: controller_fsm_next = mr_i[4]  ? STATE11 : STATE12;
    STATE11: controller_fsm_next = STATE12;
    STATE12: controller_fsm_next = mr_i[5]  ? STATE13 : STATE14;
    STATE13: controller_fsm_next = STATE14;
    STATE14: controller_fsm_next = mr_i[6]  ? STATE15 : STATE16;
    STATE15: controller_fsm_next = STATE16;
    STATE16: controller_fsm_next = mr_i[7]  ? STATE17 : STATE18;
    STATE17: controller_fsm_next = STATE18;
    STATE18: controller_fsm_next = mr_i[8]  ? STATE19 : STATE20;
    STATE19: controller_fsm_next = STATE20;
    STATE20: controller_fsm_next = mr_i[9]  ? STATE21 : STATE22;
    STATE21: controller_fsm_next = STATE22;
    STATE22: controller_fsm_next = mr_i[10] ? STATE23 : STATE24;
    STATE23: controller_fsm_next = STATE24;
    STATE24: controller_fsm_next = mr_i[11] ? STATE25 : STATE26;
    STATE25: controller_fsm_next = STATE26;
    STATE26: controller_fsm_next = mr_i[12] ? STATE27 : STATE28;
    STATE27: controller_fsm_next = STATE28;
    STATE28: controller_fsm_next = mr_i[13] ? STATE29 : STATE30;
    STATE29: controller_fsm_next = STATE30;
    STATE30: controller_fsm_next = mr_i[14] ? STATE31 : STATE32;
    STATE31: controller_fsm_next = STATE32;
    STATE32: controller_fsm_next = mr_i[15] ? STATE33 : STATE34;
    STATE33: controller_fsm_next = STATE34;
    STATE34: controller_fsm_next = mr_i[16] ? STATE35 : STATE36;
    STATE35: controller_fsm_next = STATE36;
    STATE36: controller_fsm_next = mr_i[17] ? STATE37 : STATE38;
    STATE37: controller_fsm_next = STATE38;
    STATE38: controller_fsm_next = mr_i[18] ? STATE39 : STATE40;
    STATE39: controller_fsm_next = STATE40;
    STATE40: controller_fsm_next = mr_i[19] ? STATE41 : STATE42;
    STATE41: controller_fsm_next = STATE42;
    STATE42: controller_fsm_next = mr_i[20] ? STATE43 : STATE44;
    STATE43: controller_fsm_next = STATE44;
    STATE44: controller_fsm_next = mr_i[21] ? STATE45 : STATE46;
    STATE45: controller_fsm_next = STATE46;
    STATE46: controller_fsm_next = mr_i[22] ? STATE47 : STATE48;
    STATE47: controller_fsm_next = STATE48;
    STATE48: controller_fsm_next = mr_i[23] ? STATE49 : STATE50;
    STATE49: controller_fsm_next = STATE50;
    STATE50: controller_fsm_next = mr_i[24] ? STATE51 : STATE52;
    STATE51: controller_fsm_next = STATE52;
    STATE52: controller_fsm_next = mr_i[25] ? STATE53 : STATE54;
    STATE53: controller_fsm_next = STATE54;
    STATE54: controller_fsm_next = mr_i[26] ? STATE55 : STATE56;
    STATE55: controller_fsm_next = STATE56;
    STATE56: controller_fsm_next = mr_i[27] ? STATE57 : STATE58;
    STATE57: controller_fsm_next = STATE58;
    STATE58: controller_fsm_next = mr_i[28] ? STATE59 : STATE60;
    STATE59: controller_fsm_next = STATE60;
    STATE60: controller_fsm_next = mr_i[29] ? STATE61 : STATE62;
    STATE61: controller_fsm_next = STATE62;
    STATE62: controller_fsm_next = mr_i[30] ? STATE63 : STATE64;
    STATE63: controller_fsm_next = STATE64;
    STATE64: controller_fsm_next = mr_i[31] ? STATE65 : STATE66;
    STATE65: controller_fsm_next = STATE66;
    STATE66: controller_fsm_next = STATE0;
    default: controller_fsm_next = STATE0;
  endcase
end
endmodule
module datapath(
  input  logic        clk_i,
  input  logic        rst_n_i,
  input  logic [31:0] multiplier_i,
  input  logic [31:0] multiplicand_i,
  input  logic        mr_ld_i,
  input  logic        md_ld_i,
  input  logic        rs_load_i,
  input  logic        rs_clear_i,
  input  logic        rs_shr_i,
  output logic [31:0] mr_o,     
  output logic [63:0] product_o
);
logic [32:0] sum;
logic [31:0] multiplicand_reg;
logic [31:0] multiplicand_reg_next;
always_comb begin
  if(md_ld_i)   multiplicand_reg_next = multiplicand_i;
  else          multiplicand_reg_next = multiplicand_reg;
end
always_ff @(posedge clk_i or negedge rst_n_i) begin
  if (~rst_n_i) begin
    multiplicand_reg <= '0;
  end else begin
    multiplicand_reg <= multiplicand_reg_next;
  end
end
logic [31:0] multiplier_reg;
logic [31:0] multiplier_reg_next;
always_comb begin
  if(mr_ld_i)   multiplier_reg_next = multiplier_i;
  else          multiplier_reg_next = multiplier_reg;
end
always_ff @(posedge clk_i or negedge rst_n_i) begin
  if (~rst_n_i) begin
    multiplier_reg <= '0;
  end else begin
    multiplier_reg <= multiplier_reg_next;
  end
end
assign mr_o = multiplier_reg;
logic [64:0] run_sum_reg;
logic [64:0] run_sum_reg_next;
always_comb begin
  if      (rs_clear_i)  run_sum_reg_next = '0;
  else if (rs_shr_i)    run_sum_reg_next = run_sum_reg >> 1;
  else if (rs_load_i)   run_sum_reg_next = {sum, run_sum_reg[31:0]};
  else                  run_sum_reg_next = run_sum_reg;
end
always_ff @(posedge clk_i or negedge rst_n_i) begin
  if (~rst_n_i) begin
    run_sum_reg <= '0;
  end else begin
    run_sum_reg <= run_sum_reg_next;
  end
end
assign product_o = run_sum_reg[63:0];
assign sum = run_sum_reg[63:32] + multiplicand_reg;
endmodule
module seq_multiplier(
    input  logic        clk_i    , 
    input  logic        rst_n_i  , 
    input  logic        start_i  , 
    input  logic [31:0] a_i      , 
    input  logic [31:0] b_i      ,
    output logic [63:0] product_o 
);
logic [31:0] mr;
logic md_ld, mr_ld, rs_load, rs_clear, rs_shr;
controller u_controller(
    .clk_i     (clk_i),
    .rst_n_i   (rst_n_i),
    .start     (start_i),
    .mr_i      (mr),
    .mr_ld_o   (mr_ld),
    .md_ld_o   (md_ld),
    .rs_load_o (rs_load),
    .rs_clear_o(rs_clear),
    .rs_shr_o  (rs_shr)
);
datapath u_datapath(
    .clk_i         (clk_i),
    .rst_n_i       (rst_n_i),
    .multiplier_i  (a_i),
    .multiplicand_i(b_i),
    .mr_ld_i       (mr_ld),
    .md_ld_i       (md_ld),
    .rs_load_i     (rs_load),
    .rs_clear_i    (rs_clear),
    .rs_shr_i      (rs_shr),
    .mr_o          (mr),     
    .product_o     (product_o)
);
endmodule 
==> flow/run.sh <==
#!/bin/bash
# OpenROAD 26Q1-2900-gdf79404cd8, Yosys 0.63+post, stock flow scripts
make -C /OpenROAD-flow-scripts/flow DESIGN_CONFIG=/design/flow/config.mk WORK_HOME=/design/flow/orfs finish
==> flow/config.mk <==
export PLATFORM = sky130hd
export DESIGN_NAME = seq_multiplier
export DESIGN_NICKNAME = seq_multiplier
export VERILOG_FILES = /design/flow/design.v
export SDC_FILE = /design/flow/constraint.sdc
export NUM_CORES = 4
export LEC_CHECK = 1
export CORE_UTILIZATION = 30
==> flow/constraint.sdc <==
current_design seq_multiplier

set clk_period 14.6
set clk_io_pct 0.2

create_clock -name clk0 -period $clk_period [get_ports {clk_i}]

set non_clock_inputs [all_inputs -no_clocks]
set_input_delay [expr $clk_period * $clk_io_pct] -clock clk0 $non_clock_inputs
set_output_delay [expr $clk_period * $clk_io_pct] -clock clk0 [all_outputs]
==> flow_summary.ini <==
; flow metrics
[placement]
placed_cell_area_um2 = 9910
gp_congestion = 0.935
place_inst = 1496
dp_hpwl_um = 18000
portBuffers = 130

[floorplanning]
core_util_floorplan = 0.305
rows = 62
core-area_um2 = 28800
pin_count = 131
die-area_um2 = 30000
die_x_um = 173
die_h_um = 173

[timing]
max_slew_margin = 0.453
hold_viol = 0
min_period_ns = 4.28
grt_setup_unrepaired = no
drv_slew = 0
period_used_share = 0.293
final.setup.tns_ns = 0
skew_ns = 0.0115
fmax_mhz = 234
worst_slew_pin_slew_ns = 0.818
setup_viol = 0

[hold_path]
hold_path_class = reg -> reg

[finish]
final_util = 0.364
final_layout_top_logic_cell = nand2_1
largest_reg_flops = 65
lay_top_cells = 305 x nand2_1, 136 x dfrtp_1, 129 x clkdlybuf4s50_1
final_cells = 1528
final.fill_count = 2940
final_layout_size_suffix_gt1_frac = 0.0577
syn2layout_area_growth_pct = 19.3
final_cell_area_um2 = 10500
mi_logic_area_um2 = 4530
register_area_um2 = 3400

[synth]
yosys_warnings = 2
top_area_frac = 0.387
edf_count = 0
syn_area_um2 = 8790
numSynthFlops = 136
ys_area_um2 = 8790
largest_area_cell = dfrtp_1
syn_inst = 1099
yosys_most_used_dff = dfrtp_1
synth-async-reset-ratio = 1.00
area_leaders = dfrtp_1 39%, nand2_1 13%, buf_4 5.6%
ys_types = 81
ys_cells = 1099
avgSynthCellArea_um2 = 8.00
postSynthSeqShare = 0.387

[setup_path]
reg2regPathDepth = 9
crit_end = product_o[40]
critPathArrivalTime_ns = 1.36
start_kind = flip-flop
cp_max_fo = 4
cp-startpoint = u_datapath.run_sum_reg[40]
crit_slowest_cell = clkdlybuf4s50_1
timing.rr.end = u_datapath.run_sum_reg[62]
crit_cells = 1
critical-path-top-delay-family = buffers and inverters
slowest_delay_ns = 0.54
reg2reg_from = u_controller.controller_fsm[3]
path_cells = clkdlybuf4s50_1
rrSetupSlack_ns = 10.95
critPathKind = reg -> out
cp_num_buf_inv = 1
critPathCaptureType = output port
worstPathRequired_ns = 11.68

[global_routing]
grt_busiest_layer = met2
grt_pass1_vias = 7569
grt_use_total = 0.179
grt_use_met2 = 0.285
grt_pass1_wl_um = 41700
grt_max_degree = 62
gr-usage-met1 = 0.268
grt_remaining_overflow = 0
antenna_found_initial = 0
use_met3 = 0.0258

[power_and_ir_drop]
ir_drop_mv = 0.0957
switching_share = 0.456
p_clk_frac = 0.161
p_sw_uw = 1220
power.total_uw = 2680
p_seq_frac = 0.269
combPwrFrac = 0.569
internal_power_uw = 1460
power_per_cell_area_nw_per_um2 = 255
leakage_uw = 0.00453

[cts]
cts_tree = yes
cts_made_buffers = 17
cts_resized = 0
post_cts_buffers = 0
cts_root_buf = clkbuf_16
cts_buffer_depth = 2
hold_buffers = 0
h-tree-depth = 4
clk_latency_ns = 0.42
clk_pin_slew_ns = 0.07
cts.sink_count = 136

[route]
first_pass_iters = 5
route.antenna.remaining_nets = 0
viasPerCell = 5.02
route.detailed.wl_per_inst_um = 16.8
drc = 0
insertedDiodeCount = 0
routed_wl_um = 25600
vias = 7670
drt-initial-drc-count = 542

[run]
maxCapViolations = 0
tool_warnings = 25

[status]
run_status = finished clean
## Yosys cell counts (13+ instances only)
library cell / n
a21oi_1: 78
a22oi_1: 21
a31oi_1: 13
buf_2: 23
buf_4: 66
clkbuf_1: 35
dfrtp_1: 136
ha_1: 32
inv_1: 21
nand2_1: 306
nand3_1: 21
nor2_1: 65
nor3_1: 26
o21ai_0: 55
xnor2_1: 13
## power groups by stage
stage	registers (uW)	logic, uW	clock network, uW
finish	721	1520	432
global route	748	1710	459
CTS	723	1530	444
## cell type report
type / instances / area share
flip-flops and latches: 136 / 0.325
multi-input cells: 810 / 0.432
repair buffers: 145 / 0.135
clock inverters: 13 / 0.0141
inverters: 21 / 0.00752
clock buffers: 19 / 0.0413
well taps: 384 / 0.0458
## tightest hold or removal path: stages, from the launching register on
cell	delay, ns
dfrtp_1	0.35
nand2_1	0.05
nand2_1	0.05
## kinds of logic after synthesis
| kind of cell | Yosys count | share of synthesized area |
|---|---|---|
| mux | 13 | 0.0151 |
| xor+xnor | 20 | 0.0199 |
| compound gates | 260 | 0.193 |
| buf+inv | 153 | 0.0995 |
| simple gates | 484 | 0.237 |
| fa+ha+maj | 33 | 0.0478 |
| flops | 136 | 0.387 |
## stage by stage
step | hold slack (ns) | setup slack (ns)
finish | 0.480 | 10.32
global route | 0.511 | 10.23
CTS | 0.487 | 10.27
detailed placement | 0.470 | 10.42
global placement | 0.469 | 10.40
floorplan | 0.450 | 10.96
## per-layer routing
metal / wire (um) / up-vias
met1: 12300 / 3660
met4: 431 / 0
met3: 1110 / 23
met5: 0 / -
met2: 11800 / 182
li1: - / 3805
## worst min path at each step
| stage | startpoint | end | slack, ns | depth (start not counted) |
|---|---|---|---|---|
| after CTS | u_datapath.multiplicand_reg[22] | u_datapath.multiplicand_reg[22] | 0.49 | 2 |
| after global routing | u_datapath.multiplicand_reg[22] | u_datapath.multiplicand_reg[22] | 0.51 | 2 |
| final | u_datapath.multiplicand_reg[18] | u_datapath.multiplicand_reg[18] | 0.48 | 2 |
Power and IR drop assume default switching activity.
